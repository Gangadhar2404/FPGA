**design.v**
```verilog
module clock_divider #(
    parameter DIVISOR = 50000000    
)(
    input  wire clk_in,     
    input  wire rst,        
    output reg  clk_out     
);
    localparam WIDTH = $clog2(DIVISOR);
    reg [WIDTH-1:0] counter = 0;
    always @(posedge clk_in) begin
        if (rst) begin
            counter <= 0;
            clk_out <= 0;
        end else begin
            if (counter == (DIVISOR - 1)) begin
                counter <= 0;
                clk_out <= ~clk_out;   
            end else begin
                counter <= counter + 1;
            end
        end
    end
endmodule
module display_formatter (
    input  wire [5:0] sec,      
    input  wire [5:0] min,      
    input  wire [4:0] hr,       
    output wire [3:0] sec_ones,
    output wire [3:0] sec_tens,
    output wire [3:0] min_ones,
    output wire [3:0] min_tens,
    output wire [3:0] hr_ones,
    output wire [3:0] hr_tens
);
    assign sec_ones = sec % 10;
    assign sec_tens = sec / 10;
    assign min_ones = min % 10;
    assign min_tens = min / 10;
    assign hr_ones = hr % 10;
    assign hr_tens = hr / 10;
endmodule
module refresh_mux #(
    parameter INPUT_FREQ = 50000000,   
    parameter REFRESH_HZ = 1000        
)(
    input  wire clk_in,        
    input  wire rst,           
    input  wire [3:0] d3,      
    input  wire [3:0] d2,
    input  wire [3:0] d1,
    input  wire [3:0] d0,      
    output reg  [3:0] an,      
    output wire [6:0] seg      
);
    localparam integer COUNT_MAX = INPUT_FREQ / (2 * REFRESH_HZ);
    reg [31:0] count = 0;
    reg clk_refresh = 0;
    always @(posedge clk_in or posedge rst) begin
        if (rst) begin
            count <= 0;
            clk_refresh <= 0;
        end else begin
            if (count >= COUNT_MAX - 1) begin
                count <= 0;
                clk_refresh <= ~clk_refresh;
            end else
                count <= count + 1;
        end
    end
    reg [1:0] sel = 0;
    always @(posedge clk_refresh or posedge rst) begin
        if (rst)
            sel <= 0;
        else
            sel <= sel + 1;
    end
    reg [3:0] current_digit;
    always @(*) begin
        case (sel)
            2'd0: begin an = 4'b1110; current_digit = d0; end  
            2'd1: begin an = 4'b1101; current_digit = d1; end
            2'd2: begin an = 4'b1011; current_digit = d2; end
            2'd3: begin an = 4'b0111; current_digit = d3; end  
            default: begin an = 4'b1111; current_digit = 4'd0; end
        endcase
    end
    seven_seg u_seg (
        .digit(current_digit),
        .seg(seg)
    );
endmodule
module seven_seg (
    input  wire [3:0] digit,    
    output reg  [6:0] seg       
);
    always @(*) begin
        case (digit)
            4'd0: seg = 7'b1000000;  
            4'd1: seg = 7'b1111001;  
            4'd2: seg = 7'b0100100;  
            4'd3: seg = 7'b0110000;  
            4'd4: seg = 7'b0011001;  
            4'd5: seg = 7'b0010010;  
            4'd6: seg = 7'b0000010;  
            4'd7: seg = 7'b1111000;  
            4'd8: seg = 7'b0000000;  
            4'd9: seg = 7'b0010000;  
            default: seg = 7'b1111111;  
        endcase
    end
endmodule
module time_counter (
    input  wire clk_1Hz,      
    input  wire rst,  
    input wire en,        
    input  wire set_min,      
    input  wire set_hr,       
    output reg [5:0] sec,     
    output reg [5:0] min,     
    output reg [4:0] hr       
);
    always @(posedge clk_1Hz or posedge rst) begin
        if (rst)
            sec <= 0;
         else if(en==1'b1) 
            sec<=sec;
        else if (sec == 59)
            sec <= 0;
        else
            sec <= sec + 1;
    end
    always @(posedge clk_1Hz or posedge rst) begin
        if (rst)
            min <= 0;
        else if(en==1'b1)begin
               min<=min;
                 if (set_min)  
                   min <= (min == 59) ? 0 : min + 1;
             end
        else if (sec == 59)
            min <= (min == 59) ? 0 : min + 1;
    end
    always @(posedge clk_1Hz or posedge rst) begin
        if (rst)
            hr <= 0;
        else if(en==1'b1) begin
            hr<=hr;
              if (set_hr)  
            hr <= (hr == 23) ? 0 : hr + 1;
         end
        else if ((min == 59) && (sec == 59))
            hr <= (hr == 23) ? 0 : hr + 1;
    end
endmodule
module digital_clock_top (
    input  wire clk,           
    input  wire rst,           
    input wire en,  
    input  wire btn_min_raw,   
    input  wire btn_hr_raw,    
    output wire [6:0] seg,     
    output wire [3:0] an,      
    output wire [4:0] led      
);
    wire clk_1Hz;
    clock_divider #(
        .DIVISOR(50000000)
    ) 
    u_div (
        .rst(rst),
        .clk_in(clk),
        .clk_out(clk_1Hz)
    );
    wire [5:0] sec, min;
    wire [4:0] hr;
    time_counter u_time (
        .clk_1Hz(clk_1Hz),
        .rst(rst),
        .en(en),
        .set_min(btn_min_raw),
        .set_hr(btn_hr_raw),
        .sec(sec),
        .min(min),
        .hr(hr)
    );
    wire [3:0] sec_ones, sec_tens;
    wire [3:0] min_ones, min_tens;
    display_formatter u_fmt (
        .sec(sec),
        .min(min),
        .hr(hr),
        .sec_ones(sec_ones),
        .sec_tens(sec_tens),
        .min_ones(min_ones),
        .min_tens(min_tens)
    );
    refresh_mux #(
        .INPUT_FREQ(50000000),
        .REFRESH_HZ(1000)
    ) u_disp (
        .clk_in(clk),
        .rst(rst),
        .d3(min_tens),   
        .d2(min_ones),
        .d1(sec_tens),
        .d0(sec_ones),   
        .an(an),
        .seg(seg)
    );
    assign led = hr[4:0];    
endmodule
```
**run.sh**
```bash
#!/bin/bash
# OpenROAD 26Q1-2900-gdf79404cd8, Yosys 0.63+post, stock flow scripts
make -C /OpenROAD-flow-scripts/flow DESIGN_CONFIG=/design/flow/config.mk WORK_HOME=/design/flow/orfs finish
```
**config.mk**
```make
export PLATFORM = sky130hd
export DESIGN_NAME = digital_clock_top
export DESIGN_NICKNAME = digital_clock_top
export VERILOG_FILES = /design/flow/design.v
export SDC_FILE = /design/flow/constraint.sdc
export NUM_CORES = 4
export LEC_CHECK = 1
export CORE_UTILIZATION = 30
```
**constraint.sdc**
```tcl
current_design digital_clock_top

set clk_period 3.1
set clk_io_pct 0.2

create_clock -name clk0 -period $clk_period [get_ports {clk}]

set non_clock_inputs [all_inputs -no_clocks]
set_input_delay [expr $clk_period * $clk_io_pct] -clock clk0 $non_clock_inputs
set_output_delay [expr $clk_period * $clk_io_pct] -clock clk0 [all_outputs]
```
==> summary.log <==
qor: clock_tree.cts_resized 0
qor: pwr.power_switching 350 uW
qor: sta.fin_tns_setup 0 ps
qor: floorplan.die_footprint 15800 sq um
qor: sta.slew_violations 0
qor: logic_synthesis.muxShareOfSynthArea 5.49%
qor: placed_design.dpl.hpwl 6.04 mm
qor: placed_design.numPlacedInstances 709
qor: critical_path.cp.required 3270 ps
qor: sta.unclocked_pins 19
qor: floorplan.core_area 14700 sq um
qor: route.detail_route.wirelength 8.14 mm
qor: route.dr_total_vias 3543
qor: route.average_wire_per_standard_cell 11.2 um
qor: critical_path.worstPathArrival 2350 ps
qor: route.detail_route.vias_per_cell 4.89
qor: worst_hold_path.min_path_type reg2reg
qor: critical_path.critPathSlowestCell sky130_fd_sc_hd__dfrtp_1
qor: route.final_antenna_net_count 0
qor: logic_synthesis.synth_area 4580 sq um
qor: flow_run.total_tool_warning_count 37
qor: logic_synthesis.simple_gate_area_share 21.7%
qor: layout.flow.area_growth_from_synthesis 16.2%
qor: sta.max_slew.worst_pin.slew 773 ps
qor: placed_design.port_buffers 20
qor: logic_synthesis.synth.cellmix.adderShare 6.83%
qor: layout.layout-drive-gt1-share 8.87%
qor: logic_synthesis.edf_count 0
qor: clock_tree.clk-insertion-delay-late 320 ps
qor: sta.min_period_over_period 70.3%
qor: logic_synthesis.synth_stat.cells 501
qor: critical_path.critical_path.endpoint_type flip-flop
qor: floorplan.fp_util 31.1%
qor: route.drt-initial-drc-count 242
qor: critical_path.timing.critical_path.from_type flip-flop
qor: clock_tree.clock_path_buffers 2
qor: critical_path.timing.critical_path.fanout_max 16
qor: logic_synthesis.post_synth_main_logic_family simple AND/OR/NAND/NOR gates
qor: sta.fin_ws 920 ps
qor: sta.finalSetupViolCount 0
qor: pwr.sequential_power_share 43.6%
qor: clock_tree.clk_pin_slew 50 ps
qor: layout.finish.cell_count_without_fillers 725
qor: clock_tree.clock_tree.root_cell sky130_fd_sc_hd__clkbuf_16
qor: pwr.cellLeakagePower 0.00218 uW
qor: clock_tree.number_of_buffers_inserted_during_clock_tree_synthesis 9
qor: floorplan.die_w 126 um
qor: grt.grt_overflow 0
qor: critical_path.category_of_cells_accounting_for_the_largest_share_of_critical_path_delay AND-OR/OR-AND gates
qor: grt.maximum_number_of_pins_on_one_net_before_global_route_repair 26
qor: logic_synthesis.synth-seq-cells 79
qor: critical_path.critical-path-max-stage-delay 400 ps
qor: clock_tree.cts_hold_bufs 0
qor: logic_synthesis.syn-instance-count 501
qor: pwr.power.ir.vdd_worst 0.000305 V
qor: logic_synthesis.synth-main-ff-cell sky130_fd_sc_hd__dfrtp_1
qor: sta.skew 5.25 ps
qor: grt.grt_first_pass_wirelength 14.8 mm
qor: logic_synthesis.total_cell_area_reported_by_yosys_after_synthesis 4580 sq um
qor: sta.hold_violations 0
qor: clock_tree.tritoncts done
qor: pwr.clock_power_share 53.8%
qor: logic_synthesis.avgSynthCellArea 9.14 sq um
qor: critical_path.worstPathBufferInverterCount 0
qor: run_status.outcome finished clean
qor: logic_synthesis.yosysTopAreaCellShare 28.4%
qor: sta.untimed_endpoints 35
qor: clock_tree.cts_setup_buffers 0
qor: logic_synthesis.synth.cellmix.xorXnorShare 7.46%
qor: logic_synthesis.asyncSetResetFlopFracSynth 65.8%
qor: floorplan.num_io_pins 21
qor: route.detail_route.antenna_diodes 0
qor: grt.number_of_global_route_vias_before_repair 3272
qor: logic_synthesis.ys.warnings.count 4
qor: placed_design.gp_congestion 0.848
qor: sta.timing.max_slew.rel_slack 48.1%
qor: logic_synthesis.seq_area_frac_synth 40.2%
qor: pwr.cellPowerDensity 345 nW/um^2
qor: flow_run.timing.max_cap.violations 0
qor: route.count_of_unresolved_drc_violations_after_routing 0
qor: logic_synthesis.top_post_synthesis_cells_by_area sky130_fd_sc_hd__dfrtp_1, sky130_fd_sc_hd__dfxtp_1, sky130_fd_sc_hd__ha_1
qor: logic_synthesis.synth_cell_type_count 68
qor: sta.post-route-min-period 2180 ps
qor: pwr.combinational_share_of_power 2.5%
qor: critical_path.crit_path_cell_trace ha_1 > a211o_1 > a21o_1 > nand3_1 > a21oi_1 > o211ai_1 > nand2_1 > xor2_1
qor: logic_synthesis.aoi_share 13.9%
qor: sta.max_freq 0.459 GHz
qor: critical_path.worst-setup-path-type reg2reg
qor: logic_synthesis.yosys.area.top_type sky130_fd_sc_hd__dfrtp_1
qor: pwr.power.internal 1480 uW
qor: pwr.switching_share 19.1%
qor: placed_design.pre_cts_slack 922 ps
qor: floorplan.fp-row-count 44
qor: sta.grt_setup_unrepaired no
qor: grt.grt_use_total 11.1%
qor: route.firstDrtPassIters 24
qor: grt.number_of_antenna_violations_at_the_first_check_in_global_routing 0
qor: clock_tree.cts_max_level 3
qor: floorplan.die_h 126 um
[worst paths after layout]
kind / from / end / slack, ps / cells after the start
min: u_div.counter[0] / u_div.counter[0] / 450 / 1
min in group asynchronous: rst / u_disp.count[27] / 780 / 2
max in group asynchronous: rst / u_disp.count[29] / 1730 / 3
max reg2reg: u_disp.count[0] / u_disp.clk_refresh / 920 / 8
max: u_disp.count[0] / u_disp.clk_refresh / 920 / 8
min reg2reg: u_div.counter[0] / u_div.counter[0] / 450 / 1
[cell type report]
cell class / instances / area, sq um
Fill cell: 1404 / 9380
Multi-Input combinational cell: 394 / 2600
Sequential cell: 79 / 1840
Clock buffer: 14 / 305
Tap cell: 184 / 230
Timing Repair Buffer: 22 / 215
Inverter: 30 / 113
Clock inverter: 2 / 11.3
[metal layers]
layer	wire [um]	vias to the layer above	GRT usage, %
li1	-	1820	-
met1	4060	1655	16.4
met2	3740	58	18.0
met3	240	10	1.35
met4	98	0	1.79
met5	0	-	0
[registers in the layout, summed over array words and instances, names as in the netlist]
name / count
u_disp.count: 32
u_time.min: 6
u_disp.sel: 2
u_disp.clk_refresh: 1
u_div.counter: 26
u_div.clk_out: 1
u_time.sec: 6
u_time.hr: 5
[power by group through the flow]
stage	logic, uW	registers (uW)	clock network [uW]
4_1_cts	48.3	800	1010
5_1_grt	54.2	800	1050
6_report	46.1	800	987
[cells in the mapped netlist (all sizes together), types with 4 or more instances]
cell type / instances
xnor2: 14
nand3: 23
a21o: 5
and3: 5
nor2: 71
o21ai: 27
nor3: 17
mux2i: 10
o31ai: 4
nor4: 6
clkbuf: 7
xor2: 25
buf: 7
o21a: 4
nand2: 39
dfrtp: 52
mux2: 11
a21oi: 21
inv: 30
or3: 6
a31oi: 7
nand4: 10
dfxtp: 27
ha: 25
[kinds of logic after synthesis]
logic type / count (synthesis)
AND/OR/NAND/NOR: 199
AND-OR/OR-AND: 93
flip-flops: 79
buffers and inverters: 44
XOR/XNOR: 39
adder cells (fa/ha/maj): 25
multiplexers: 21
other: 1
[placed cells by master, fill, tap and decap left out, types with 10 or more instances in the layout]
| cell type | synthesis | final |
|---|---|---|
| sky130_fd_sc_hd__o21ai_0 | 24 | 24 |
| sky130_fd_sc_hd__inv_1 | 26 | 25 |
| sky130_fd_sc_hd__nor3_1 | 15 | 15 |
| sky130_fd_sc_hd__dfrtp_1 | 52 | 52 |
| sky130_fd_sc_hd__clkdlybuf4s50_1 | 0 | 20 |
| sky130_fd_sc_hd__ha_1 | 25 | 25 |
| sky130_fd_sc_hd__clkbuf_16 | 0 | 10 |
| sky130_fd_sc_hd__a21oi_1 | 20 | 20 |
| sky130_fd_sc_hd__nand4_1 | 10 | 10 |
| sky130_fd_sc_hd__xnor2_1 | 14 | 14 |
| sky130_fd_sc_hd__xor2_1 | 25 | 25 |
| sky130_fd_sc_hd__nand3_1 | 23 | 23 |
| sky130_fd_sc_hd__dfxtp_1 | 27 | 27 |
| sky130_fd_sc_hd__nand2_1 | 39 | 39 |
| sky130_fd_sc_hd__conb_1 | 1 | 17 |
| sky130_fd_sc_hd__nor2_1 | 70 | 70 |
[through the flow]
step	total power, uW	area [sq um]	hold WS [ps]	utilization [%]
floorplan	844	4640	418	-
global placement	860	5000	429	34.0
detailed placement	862	5000	443	34.0
CTS	1860	5320	451	36.2
global route	1910	5320	478	36.2
finish	1830	5320	449	36.2
Power figures rest on the tool's default switching activity, not on a simulated workload.
